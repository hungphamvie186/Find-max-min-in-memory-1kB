==> design/flow/design.v <==
module Exercise1 #(parameter ADDR_WIDTH=10,
                   parameter DATA_WIDTH=8)
            (rst_n,clk,start,ADDR,DATA,MAX,MIN,done, min_temp, max_temp, value_temp);
  input   logic rst_n;  
  input   logic clk;    
  input   logic start;
  output   logic [ADDR_WIDTH-1:0]ADDR;
  input   logic [DATA_WIDTH-1:0]DATA;
  output    logic [DATA_WIDTH-1:0]MIN;
  output   logic [DATA_WIDTH-1:0]MAX;
  output   logic done;
  output  logic [7:0]min_temp;
  output  logic [7:0]max_temp;
  output  logic [7:0]value_temp;
  logic lt_1024;
  logic comp_max;
  logic comp_min;
  logic count_rst;
  logic count_ld;
  logic value_rst;
  logic  value_ld;
  logic max_rst;
  logic max_update;
  logic max_ld;
  logic min_ld;
  logic min_set;
  logic min_update;
  logic [9:0]count_temp;
  logic [7:0]value_reg_out;
  logic [7:0]max_temp_out;
  logic [7:0]min_temp_out;
  assign min_temp= min_temp_out;
  assign max_temp= max_temp_out;
  assign value_temp= value_reg_out;
  register #(10) count_reg (.rst(count_rst),
	  		    .en(count_ld),
			    .set(1'b0),
			    .clk(clk),
			    .D(count_temp),
			    .Q(ADDR));
  adder #(10) adder_countup_1 (.A(ADDR),
                      .S(count_temp));
  register #(8) value_reg (.rst(value_rst),
                    .en(value_ld),
                    .set(1'b0),
                    .clk(clk),
                    .D(DATA),
                    .Q(value_reg_out));
  register #(8) max_temp_reg (.rst(max_rst),
                    .en(max_update),
                    .set(1'b0),
                    .clk(clk),
                    .D(value_reg_out),
                    .Q(max_temp_out));
  register #(8) min_temp_reg (.rst(1'b0),
                    .en(min_update),
                    .set(min_set),
                    .clk(clk),
                    .D(value_reg_out),
                    .Q(min_temp_out));
  register #(8) max_reg (.rst(max_rst),
                    .en(max_ld),
                    .set(1'b0),
                    .clk(clk),
                    .D(max_temp_out),
                    .Q(MAX));    
   register #(8) min_reg (.rst(max_rst),
                    .en(min_ld),
                    .set(1'b0),
                    .clk(clk),
                    .D(min_temp_out),
                    .Q(MIN));  
  compare_A_lt_B #(8)  compare_min  (.A(min_temp_out),
                          .B(value_reg_out),
                          .A_lt_B(comp_min));
  compare_A_lt_B #(8)  compare_max  (.B(value_reg_out),
                          .A(max_temp_out),
                          .A_lt_B(comp_max));                   
  compare_A_lt_B #(10)  compare_1024    (.A( ADDR),
                            .B(10'd1023),
                            .A_lt_B(lt_1024));    
  FSM       fsm  (.rst_n(rst_n),
             .clk(clk),
             .start(start),
             .lt_1024(lt_1024),
             .comp_max(comp_max),
             .comp_min(comp_min),
             .count_rst(count_rst),
             .count_ld(count_ld),
             .value_rst(value_rst),
             .value_ld(value_ld),
             .max_rst(max_rst),
             .max_update(max_update),
             .max_ld(max_ld),
             .min_ld(min_ld),
             .min_set(min_set),
             .min_update(min_update),
             .done(done));
endmodule
module FSM( input logic rst_n, 
				input logic clk, 
				input logic start, 
				input logic lt_1024, 
				input logic comp_max, 
				input logic comp_min, 
				output logic count_rst, 
				output logic count_ld, 
				output logic value_rst, 
				output logic value_ld, 
				output logic max_rst, 
				output logic max_update, 
				output logic max_ld,
				output logic min_ld, 
				output logic min_set, 
				output logic min_update, 
				output logic done );
  parameter [2:0]  S0 =4'd0, 
	  	   S1 =4'd1, 
		   S2 =4'd2, 
		   S3 =4'd3, 
		   S4 =4'd4, 
		   S5 =4'd5, 
		   S6 =4'd6, 
		   S7 =4'd7; 
	 reg [2:0] state, next_state;
  always_ff @(posedge clk)
  begin
    if (!rst_n)    
      state <= S0;
    else
      state <= next_state;
  end
  always @(state or  start or lt_1024 or comp_max or comp_min )
  begin
    case (state)
      S0: if (start)  next_state = S1;
          else        next_state = S0;
      S1: next_state = S2;
      S2: if (lt_1024) next_state = S3;
          else         next_state = S7;
      S3: if (comp_min && comp_max) next_state = S4; 
          else if (!comp_min && !comp_max) next_state = S5; 
          else if (!comp_min && comp_max) next_state = S6; 
          else next_state = S2;  
      S4: next_state = S2;
      S5: next_state = S2;
      S6: next_state = S2;
      S7: next_state = S0;
    endcase
  end
  always_comb
  begin
    count_rst = 1'b0;
    count_ld = 1'b0;
    value_rst = 1'b0;
    value_ld = 1'b0;
    max_rst = 1'b0;
    max_update = 1'b0;
    max_ld = 1'b0;
    min_set = 1'b0;
    min_ld = 1'b0;
    min_update = 1'b0;
    done = 1'b0;
    case (state)
      S0: begin
           count_rst = 1'b0;
           count_ld = 1'b0;
           value_ld = 1'b0;
           value_rst = 1'b0;
           max_rst = 1'b0;
           max_update = 1'b0;
           max_ld = 1'b0;
           min_ld = 1'b0;
           min_set = 1'b0;
           min_update = 1'b0;
           done = 1'b0;
         end
      S1: begin  
           count_rst = 1'b1; 
           count_ld = 1'b0;
           value_ld = 1'b0;
           value_rst = 1'b1;  
           max_rst = 1'b1; 
           max_update = 1'b0;
           min_ld = 1'b0;
           min_set = 1'b1; 
           min_update = 1'b0;
           max_ld = 1'b0;
           done = 1'b0;
         end
      S2: begin  
           count_rst = 1'b0;
           count_ld = 1'b0;
           value_ld = 1'b1;
           value_rst = 1'b0;
           max_rst = 1'b0;
           max_update = 1'b0;
           min_ld = 1'b0;
           min_set = 1'b0;
           min_update = 1'b0;
           max_ld = 1'b0;
           done = 1'b0;
         end
      S3: begin  
           count_rst = 1'b0;
           count_ld = 1'b1;   
           value_ld = 1'b1;  
           value_rst = 1'b0;
           max_rst = 1'b0;
           max_update = 1'b0;
           min_ld = 1'b0;
           min_set = 1'b0;
           min_update = 1'b0;
           max_ld = 1'b0;
           done = 1'b0;
         end
      S4: begin    
           count_rst = 1'b0;
           count_ld = 1'b0;
           value_ld = 1'b0;
           value_rst = 1'b0;
           max_rst = 1'b0;
           max_update = 1'b1;
           min_ld = 1'b0;
           min_set = 1'b0;
           min_update = 1'b0;
           max_ld = 1'b0;
           done = 1'b0;
         end
      S5: begin
           count_rst = 1'b0;
           count_ld = 1'b0;
           value_ld = 1'b0;
           value_rst = 1'b0;
           max_rst = 1'b0;
           max_update = 1'b0;
           min_ld = 1'b0;
           min_set = 1'b0;
           min_update = 1'b1;
           max_ld = 1'b0;
           done = 1'b0;
         end
      S6: begin
           count_rst = 1'b0;
           count_ld = 1'b0;
           value_ld = 1'b0;
           value_rst = 1'b0;
           max_rst = 1'b0;
           max_update = 1'b1;
           min_ld = 1'b0;
           min_set = 1'b0;
           min_update = 1'b1;
           max_ld = 1'b0;
           done = 1'b0;
         end
      S7: begin
           count_rst = 1'b0;
           count_ld = 1'b0;
           value_ld = 1'b0;
           value_rst = 1'b0;
           max_rst = 1'b0;
           max_update = 1'b0;
           min_ld = 1'b1;
           min_set = 1'b0;
           min_update = 1'b0;
           max_ld = 1'b1;
           done = 1'b1;
         end
    endcase
  end
endmodule
module adder #(parameter WIDTH=10)
            (A,S);
  input   logic [WIDTH -1:0]A;
  output   logic [WIDTH -1:0]S;
     assign S=A+ 10'd1;
endmodule
module compare_A_lt_B #(parameter WIDTH=8)
            (A,B,A_lt_B);
  input   logic [WIDTH -1:0]A;
  input   logic [WIDTH -1:0]B;
  output   logic A_lt_B;
  always_comb
    begin  
      if (A<B)
        A_lt_B =1;
      else 
	A_lt_B =0;
	end
endmodule
module register #(parameter WIDTH=8)
            (rst, set, en, clk, D, Q);
  input   logic rst;
  input   logic set;
  input   logic en;
  input   logic clk;    
  input   logic [WIDTH-1:0] D;
  output  logic [WIDTH-1:0] Q;
  always_ff @(posedge clk) begin  
      if (rst)
        Q <= 0;
      else if (set)
        Q <= 'hFF;
      else if (en)
        Q <= D;
    end
endmodule
==> design/flow/run.sh <==
#!/bin/bash
# OpenROAD 26Q1-2900-gdf79404cd8, Yosys 0.63+post, stock flow scripts
make -C /OpenROAD-flow-scripts/flow DESIGN_CONFIG=/design/flow/config.mk WORK_HOME=/design/flow/orfs finish
==> design/flow/config.mk <==
export PLATFORM = sky130hd
export DESIGN_NAME = Exercise1
export DESIGN_NICKNAME = Exercise1
export VERILOG_FILES = /design/flow/design.v
export SDC_FILE = /design/flow/constraint.sdc
export NUM_CORES = 4
export LEC_CHECK = 1
export CORE_UTILIZATION = 50
==> design/flow/constraint.sdc <==
current_design Exercise1

set clk_period 4.3
set clk_io_pct 0.2

create_clock -name clk0 -period $clk_period [get_ports {clk}]

set non_clock_inputs [all_inputs -no_clocks]
set_input_delay [expr $clk_period * $clk_io_pct] -clock clk0 $non_clock_inputs
set_output_delay [expr $clk_period * $clk_io_pct] -clock clk0 [all_outputs]
==> metrics.csv <==
stage;metric;value;unit
outcome;run_status;completed;
placed_design;hpwl;3440;µm
synthesis;yosys_area;0.00250;mm²
detailed_routing;drc_errors;0;
detailed_routing;dr.first_iter.drc_count;56;
global_route;grt_pass1_vias;1740;
clocking;insertion_delay;320;ps
final_timing;max_freq;411;MHz
placed_design;preCtsSetupSlack;1890;ps
pwr;ir_drop;367;µV
synthesis;yosys_warnings;5;
synthesis;avgSynthCellArea;9.86;µm²
final_timing;whs;486;ps
floorplanning;fp_util;52.3;%
run;tool_warnings;27;
clocking;numCtsBuffers;9;
worst_setup_path;worstSetupPathType;flip-flop to flip-flop;
synthesis;synth_cells;254;
final_layout;drive_above_1_share;6.25;%
placed_design;gp_congestion;0.832;
synthesis;syn-cell-area;0.00250;mm²
detailed_routing;wl;4930;µm
clocking;cts.repair.resized;0;
synthesis;yosys-top-cells-area;dfxtp_1 (47%), mux2i_1 (13%), ha_1 (8.5%);
synthesis;top_cell;dfxtp_1;
synthesis;ff_type;dfxtp_1;
synthesis;largest_area_cell;dfxtp_1;
clocking;tritoncts;done;
final_layout;logic_area;0.00122;mm²
detailed_routing;drt_pre_antenna_iters;4;
pwr;clockPowerShare;29.0;%
global_route;grt_use_total;20.6;%
synthesis;synth.distinct_cells;32;
final_timing;finalSetupViolations;0;
synthesis;edf_count;0;
clocking;htreeDepth;3;
synthesis;ys_cells;254;
global_route;grt_overflow;0;
detailed_routing;viasPerCell;4.97;
final_layout;fill_cells;357;
floorplanning;ios;62;
synthesis;numSynthFlops;59;
placed_design;port_buffers;61;
run;drv_cap;0;
clocking;root_buffer;clkbuf_8;
hold_path;min_path_type;flip-flop to flip-flop;
pwr;p_comb_share;25.0;%
floorplanning;core;0.00479;mm²
pwr;total_power;1.53;mW
global_route;grt_pass1_wl;8040;µm
final_timing;rsz0062_at_grt;false;
final_timing;worst_pin_slew;601;ps
pwr;leakage;1.32;nW
worst_setup_path;worstPathRequired;4500;ps
global_route;antenna_found_initial;0;
final_timing;drv_slew;0;
final_timing;hold_violations;0;
placed_design;placed_cell_area;0.00316;mm²
final_layout;finalInstanceArea;0.00334;mm²
final_timing;finalCritPeriodShare;56.5;%
final_timing;finalSetupTns;0;ps
final_timing;relSlewSlack;59.9;%
pwr;p_seq_share;46.0;%
final_layout;final_cells;387;
final_layout;synthToLayoutAreaGrowth;33.4;%
floorplanning;die_width;72.8;µm
global_route;grt_max_degree;47;
clocking;clk_pin_slew;60;ps
final_timing;postLayoutSetupSlackWorst;1870;ps
final_timing;fin_worst_skew;3.50;ps
pwr;sw_frac_of_total;28.7;%
worst_setup_path;end_kind;flip-flop;
floorplanning;die_h;72.8;µm
final_timing;finalCriticalPeriod;2430;ps
worst_setup_path;crit_fanout;5;
pwr;p_per_area;458;mW/mm²
synthesis;top_cells_by_count;dfxtp_1 (59), nor2_1 (45), mux2i_1 (33);
placed_design;dp.cells;372;
detailed_routing;ant_nets;0;
clocking;ctsHoldBuffers;0;
synthesis;yosysSeqAreaShare;47.2;%
clocking;cts_buffer_depth;2;
worst_setup_path;startpoint_type;flip-flop;
floorplanning;std_cell_rows;25;
floorplanning;chipArea;0.00530;mm²
clocking;clkSinkCount;59;
worst_setup_path;arrival;2630;ps
detailed_routing;wl_per_cell;12.7;µm
detailed_routing;via_count;1922;
pwr;p_int;1.09;mW
synthesis;yosysTopAreaCellShare;47.2;%
synthesis;async_reset_ff_share;0;%
detailed_routing;n_antenna_cell;0;
pwr;p_switching;0.439;mW
final_layout;fin_util;69.8;%
clocking;post_cts_buffers;0;
final_layout;seqCellArea;0.00118;mm²
[placed cells by master, fill, tap and decap left out, drive strengths merged]
cell,instances
o21bai,1
clkbuf,13
o2111ai,1
mux2i,33
a311o,1
buf,2
a211o,8
xor2,3
a211oi,1
nand4,3
nor2b,11
and3,2
clkinv,2
dfxtp,59
xnor2,6
a21o,4
nand3,4
nand2b,1
nand2,8
a31oi,2
o21ai,5
o21a,1
clkdlybuf4s50,61
o211a,1
nor4,2
nor2,45
ha,17
a21oi,5
nor3,4
or3,1
inv,13
[power by group through the flow]
stage	combinational [mW]	sequential (mW)	clock, mW
6_report	0.382	0.704	0.444
5_1_grt	0.436	0.716	0.479
4_1_cts	0.387	0.706	0.455
[final timing paths]
kind | start | endpoint | slack (ps) | cells past startpoint
max | value_reg.Q[2] | fsm.min_update | 1870 | 12
min | fsm.min_set | value_reg.Q[5] | 490 | 1
max reg2reg | value_reg.Q[2] | fsm.min_update | 1870 | 12
min reg2reg | fsm.min_set | value_reg.Q[5] | 490 | 1
[cell type report]
cell class | instances | area share [%]
repair buffers | 63 | 18.7
flip-flops and latches | 59 | 35.3
well taps | 67 | 2.51
inverters | 13 | 1.46
multi-input cells | 170 | 36.6
clock buffers | 13 | 5.05
clock inverters | 2 | 0.300
[registers in the layout (all words and copies together), names as in the netlist]
register and count:
value_reg.Q 8, max_temp_reg.Q 8, count_ld 1, min_reg.Q 8, fsm.min_ld 1, fsm.value_ld 1, min_temp_reg.Q 8, fsm.min_set 1
max_reg.Q 8, fsm.max_update 1, fsm.state 3, count_reg.Q 10, fsm.min_update 1
[critical path, stage by stage (launching register included)]
cell and delay (ps):
dfxtp_1 380, inv_1 80, ha_1 290, a21oi_1 130
o21ai_0 100, a31oi_1 220, o21ai_0 130, ha_1 290
nand2b_1 50, a311o_1 390, inv_2 90, xnor2_1 110
nor2_1 50
[cell families after synthesis]
group                    after synthesis  share of synthesized area (%)
multiplexers                          33                           13.2
buffers and inverters                 25                           4.00
adder cells (fa/ha/maj)               17                           8.49
AND/OR/NAND/NOR                       81                           15.0
flip-flops                            59                           47.2
XOR/XNOR                               9                           3.15
AND-OR/OR-AND                         30                           9.04
[routing by layer]
layer / GRT usage (%) / share of wire [%]
met5: 0 / 0
met4: 2.40 / 1.2
met2: 32.9 / 46
met3: 5.88 / 4.9
met1: 29.8 / 48
No activity file was given, so power comes from the tool's default toggle rates.
